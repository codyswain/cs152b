**flow/config.mk**
```make
export PLATFORM = sky130hd
export DESIGN_NAME = TimerFunctions
export DESIGN_NICKNAME = TimerFunctions
export VERILOG_FILES = /design/flow/design.v
export SDC_FILE = /design/flow/constraint.sdc
export NUM_CORES = 4
export LEC_CHECK = 1
export CORE_UTILIZATION = 30
```
**flow/constraint.sdc**
```tcl
current_design TimerFunctions

set clk_period 3.8
set clk_io_pct 0.2

create_clock -name clk0 -period $clk_period [get_ports {clk}]

set non_clock_inputs [all_inputs -no_clocks]
set_input_delay [expr $clk_period * $clk_io_pct] -clock clk0 $non_clock_inputs
set_output_delay [expr $clk_period * $clk_io_pct] -clock clk0 [all_outputs]
```
**flow/design.v**
```verilog
`timescale 1ns / 1ps
module Clock(
	clk,
	reset,
	seconds
    );
	parameter TIMESCALE_HALF_SECOND = 1; 
	input clk, reset;
	reg [31:0] count;
	reg SECONDS_CLK;
	output wire seconds;
	assign seconds = SECONDS_CLK;
	always @(posedge clk) begin
		if (reset) begin
			SECONDS_CLK <= 1;
			count <= 0;
		end
		else begin
			if (count === TIMESCALE_HALF_SECOND) begin
				SECONDS_CLK <= ~SECONDS_CLK;
				count <= 0;
			end		
			else
				count <= count + 1;
		end
	end
endmodule
`timescale 1ns / 1ps
module TimerFunctions(
	clk,
	reset,
	which_clk,
	timer
  );
	input clk, reset;
	input [1:0] which_clk;
	wire seconds_clk;
	reg timer_reg;
	output wire timer;
	Clock seconds_clk_setter(
		.clk(clk),
		.reset(reset),
		.seconds(seconds_clk)
	);
	reg [3:0] twelve_seconds_count;
	reg [2:0] six_seconds_count;
	reg [1:0] three_seconds_count;
	reg two_seconds_count;
	parameter TWELVE=2'b00, SIX=2'b01, THREE=2'b10, TWO=2'b11;
	assign timer = timer_reg;
	always @(posedge seconds_clk) begin
		if(reset) begin
			twelve_seconds_count <= 0;
			six_seconds_count <= 0;
			three_seconds_count <= 0;
			two_seconds_count <= 0;
			timer_reg <= 0;
		end
		else begin
			case(which_clk) 
				TWELVE: 
					begin
						six_seconds_count <= 0;
						three_seconds_count <= 0;
						two_seconds_count <= 0;
						twelve_seconds_count <= twelve_seconds_count + 1;
						if (twelve_seconds_count === 11) begin
							timer_reg <= ~timer_reg;
							twelve_seconds_count <= 0;
						end
					end
				SIX: 
					begin 
						twelve_seconds_count <= 0;
						three_seconds_count <= 0;
						two_seconds_count <= 0;
						six_seconds_count <= six_seconds_count + 1;
						if (six_seconds_count === 5) begin
							timer_reg <= ~timer_reg;
							six_seconds_count <= 0;
						end
					end
				THREE: 
					begin 
						twelve_seconds_count <= 0;
						six_seconds_count <= 0;
						two_seconds_count <= 0;
						three_seconds_count <= three_seconds_count + 1;
						if (three_seconds_count === 2) begin
							timer_reg <= ~timer_reg;
							three_seconds_count <= 0;
						end
					end
				TWO: 
					begin 
						twelve_seconds_count <= 0;
						six_seconds_count <= 0;
						three_seconds_count <= 0;
						two_seconds_count <= two_seconds_count + 1;
						if (two_seconds_count === 1) begin
							timer_reg <= ~timer_reg;
							two_seconds_count <= 0;
						end
					end
			endcase
		end
	end
endmodule
```
**flow/run.sh**
```bash
#!/bin/bash
# OpenROAD 26Q1-2900-gdf79404cd8, Yosys 0.63+post, stock flow scripts
make -C /OpenROAD-flow-scripts/flow DESIGN_CONFIG=/design/flow/config.mk WORK_HOME=/design/flow/orfs finish
```
==> results_slide.txt <==
Key Metrics from the Run

Final timing
  – Final slew viol count: 0
  – Final hold slack: just under 500 ps
  – RSZ-0062 raised after global routing: false
  – Register pins left without a clock: 11
  – Endpoints left unconstrained: 12
  – Slew at the pin with the worst max-slew slack: 552 ps
  – Achievable Freq: around 0.41 GHz
  – Layout Skew: 5.60 ps
  – Rel. slew slack: between 60% and 70%
  – Fin crit share: between 60% and 70%
  – Setup Viol. Count Final: 0
  – Tmin final: 2450 ps
  – Setup TNS: 0 ps
  – Setup ws final: between 1000 and 1500 ps
  – Final Hold Violation Tally: 0

Logic synthesis
  – Synthesized area: ~0.0021 mm2
  – Syn Inst Count: ~240
  – Distinct lib cells used: 34
  – Register area share after synthesis: a little over two fifths
  – Synth flops: 44
  – Syn. warnings: 2
  – Ys cells: approximately 240
  – Yosys chip area: around 0.0021 mm2
  – Post-Syn Area per Cell: around 8.7 um2

Setup path
  – Worst Setup Start Kind: register
  – Max stage delay on crit path: a little over 600 ps
  – Required @ worst endpoint: 4010 ps
  – Critical Path End Type: register
  – Reg2Reg Depth: 5
  – R2R setup slack: roughly 1400 ps
  – Buf+Inv Stages, Crit Path: 0
  – R2r startpoint: seconds_clk_setter.count[0]
  – CP Max Fanout: 14
  – Worst path top cell family by delay: simple AND/OR/NAND/NOR gates
  – Slowest stage cell, crit path: or3_1
  – Crit Path Class: reg2reg
  – CP Cell Sequence: ha_1 > nand4_1 > or3_1 > or4_1 > a21oi_1
  – Critical Path AT: approximately 2700 ps
  – R2r endpoint: seconds_clk_setter.count[26]

Power and ir drop
  – Leak: 0.669 nW
  – Worst vdd ir: between 0.3 and 0.4 mV
  – Power, Total: between 0.0006 and 0.0007 W
  – Pwr/cell area: 308 mW/mm2

Global route
  – Global route overflow: 0
  – Total track usage: between 10% and 20%
  – Largest net degree at the start of global routing: 30
  – Vias in the first global route: around 1500
  – Initial antenna violation count: 0
  – First-pass GRT wire length: around 6.8 mm

Final layout
  – Layout cell share with drive strength beyond 1: ~5.8%
  – Area growth from synthesis to layout: 9.15%
  – Largest Register: seconds_clk_setter.count
  – Number of flip-flops under the largest register name: 32
  – Top flop regs: seconds_clk_setter.count: 32 flops, twelve_seconds_count: 4 flops, six_seconds_count: 3 flops

CTS
  – Clock latency (worst-skew pair): 280 ps
  – Postcts setup bufs: 0
  – PostCTS Resize Cnt: 0
  – Clock-pin transition on the worst setup and hold timing paths: 60 ps
  – CTS Hold Bufs: 0
  – Clock buffer count from CTS: 5
  – CTS tree: built
  – Clk root buf: clkbuf_8
  – Clock buffer depth: 2
  – H-Tree Depth: 2

Routing
  – TritonRoute pass-1 iters: 4
  – Antenna viol nets, final: 0
  – Ant diodes: 0
  – Post-DR vias/cell: 5.36
  – Final wirelength: around 4.0 mm
  – Wirelength per Cell: around 12 um
  – Vias: about 1700
  – DRC: 0
  – Initial DRC Count: about 140

Die
  – Die Height: roughly 85 um
  – Fp util: between 30% and 40%
  – Boundary Pins: 5
  – Row count: 29
  – Core box area: roughly 0.0065 mm2
  – Chip area: around 0.0073 mm2
  – Die W: about 85 um

Worst hold path
  – Hold Path Sink: seconds_clk_setter.count[0]
  – Critical hold path startpoint: seconds_clk_setter.count[0]
  – WHS Path Cells: 1
  – Hold WC Path Type: reg2reg

Flow run
  – Max-cap violations: 0
  – OpenROAD warning count: 27

Outcome
  – Outcome: finished, final reports clean

Place
  – Port Buf Inserts: 4
  – Setup slack at placement: between 1000 and 1500 ps
  – Post-DP HPWL: between 2 and 3 mm
  – Placer Congestion: 0.801
cells in the mapped netlist, drive strengths merged:
master  instances  area share [%]
dfxtp          44              42
nor2           30             5.4
a21oi          14             3.4
nand3          14             3.6
or4            14             5.2
nand2          13             2.3
nor4           11             3.3
xnor2          11             4.6
nand4          10             3.0
o21ai          10             2.4
inv             9             1.6
o31ai           8             2.9
or3             7             2.1
clkbuf          6             1.1
ha              6             3.6
nor3            6             1.4
buf             4            0.96
and4            3             1.3
mux2i           3             1.4
xor2            3             1.3
nor4b           2            0.84
o21a            2            0.72
o21ba           2            0.96
a31o            1            0.42
and2            1            0.30
and3b           1            0.42
mux4            1             1.1
nand4b          1            0.42
nor4bb          1            0.48
o311ai          1            0.42
o41ai           1            0.42
power by group:
part | total (W) | switching, W | internal, W
logic | 0.0000513 | 0.0000320 | 0.0000193
clock network | 0.000265 | 0.000121 | 0.000144
registers | 0.000383 | 0.0000106 | 0.000372
total | 0.000699 | 0.000164 | 0.000535
worst max-delay path by stage:
| stage | from | to | slack [ps] | depth (start not counted) |
|---|---|---|---|---|
| CTS | seconds_clk_setter.count[0] | seconds_clk_setter.count[26] | 1400 | 5 |
| global route | seconds_clk_setter.count[0] | seconds_clk_setter.count[26] | 1080 | 5 |
| finish | seconds_clk_setter.count[0] | seconds_clk_setter.count[26] | 1350 | 5 |
layer usage:
layer	GRT usage [%]	vias up	part of all wire (%)
li1	-	895	-
met1	17.8	790	52
met2	17.4	21	44
met3	1.97	4	3.2
met4	1.69	0	0.80
met5	0	-	0
metrics by stage:
step	utilization [%]	cell area, um2	instances
5_1_grt	34.7	2270	319
2_1_floorplan	-	2080	240
6_report	34.7	2270	319
3_3_place_gp	33.4	2180	312
3_5_place_dp	33.4	2180	312
4_1_cts	34.7	2270	319
area by class of cell:
cell class / count / area, um2
Inverter: 9 / 33.8
Sequential cell: 44 / 881
Clock buffer: 7 / 86.3
Fill cell: 672 / 4260
Tap cell: 77 / 96.3
Multi-Input combinational cell: 177 / 1120
Timing Repair Buffer: 5 / 47.5
worst reg2reg max path, delay by kind of cell, from the launching register on:
kind | cells | cell delay [ps]
simple gates | 3 | 1610
fa+ha+maj | 1 | 230
flops | 1 | 390
compound gates | 1 | 150
cells by family after synthesis:
group                      after synthesis  share of synthesized area, %
AOI/OAI and AO/OA                       39                          11.6
xor gates and xnor gates                14                          5.90
adders and majority gates                6                          3.61
buffers and inverters                   19                          3.73
DFF                                     44                          42.4
muxes                                    4                          2.53
and+or+nand+nor                        114                          30.2
cells in the final DEF, fill, tap and decap left out:
master | synthesis | final
dfxtp_1 | 44 | 44
nor2_1 | 30 | 30
a21oi_1 | 14 | 14
nand2_1 | 13 | 13
nand3_1 | 13 | 13
or4_1 | 13 | 13
nor4_1 | 11 | 11
xnor2_1 | 11 | 11
nand4_1 | 10 | 10
inv_1 | 9 | 9
o21ai_0 | 10 | 9
o31ai_1 | 8 | 8
or3_1 | 7 | 7
nor3_1 | 6 | 6
ha_1 | 6 | 6
clkbuf_8 | 0 | 6
clkdlybuf4s50_1 | 0 | 4
and4_1 | 3 | 3
mux2i_1 | 3 | 3
xor2_1 | 3 | 3
nor4b_1 | 2 | 2
o21a_1 | 2 | 2
o21ba_2 | 2 | 2
or4_4 | 1 | 1
o21ai_2 | 0 | 1
nand3_2 | 1 | 1
o311ai_0 | 1 | 1
o41ai_1 | 1 | 1
and3b_1 | 1 | 1
nor4bb_1 | 1 | 1
a31o_2 | 1 | 1
nand4b_1 | 1 | 1
and2_1 | 1 | 1
mux4_2 | 1 | 1
clkbuf_1 | 5 | 1
buf_4 | 0 | 1
Power figures rest on the tool's default switching activity, not on a simulated workload.
